**flow/design.v**
```verilog
`timescale 1ns / 1ps
module CCTA(
        input [3:0] A,
        input [3:0] B,
        input [3:0] C,
        input rst,
        input ctrl,
        output [4:0] q
);
reg[4:0]new_q;
assign q = new_q;
always @(rst, ctrl, A, B, C) 
begin
    if (rst == 1'b1) 
    begin
        new_q <= 0;  
    end
    else if (ctrl == 1'b1) 
    begin
        new_q <= A - C;  
    end
    else 
    begin
        new_q <= A + B;  
    end
end
endmodule
```
**flow/run.sh**
```bash
#!/bin/bash
# OpenROAD 26Q1-2900-gdf79404cd8, Yosys 0.63+post, stock flow scripts
make -C /OpenROAD-flow-scripts/flow DESIGN_CONFIG=/design/flow/config.mk WORK_HOME=/design/flow/orfs finish
```
**flow/config.mk**
```make
export PLATFORM = sky130hd
export DESIGN_NAME = CCTA
export DESIGN_NICKNAME = CCTA
export VERILOG_FILES = /design/flow/design.v
export SDC_FILE = /design/flow/constraint.sdc
export NUM_CORES = 4
export LEC_CHECK = 1
export CORE_AREA = 10 10 70 70
export DIE_AREA = 0 0 80 80
```
**flow/constraint.sdc**
```tcl
current_design CCTA

set clk_period 2.3
set clk_io_pct 0.2

create_clock -name clk0 -period $clk_period

set non_clock_inputs [all_inputs -no_clocks]
set_input_delay [expr $clk_period * $clk_io_pct] -clock clk0 $non_clock_inputs
set_output_delay [expr $clk_period * $clk_io_pct] -clock clk0 [all_outputs]
```
==> Changelog: implementation <==
## Implementation

* Failing checks: setup timing
* Non-Filler Instances at 110
* DR top layer: met3
* CP arrival at around 2.1 ns
* Worst vdd ir at 0.0000409 V
* Final Critical Period at between 2 and 3 ns
* DIE HEIGHT at approximately 80 µm
* Critical Path Sink Type: output port
* Setup violations, final at 3
* Die X at about 80 µm
* I/O Buffers at 19
* Max_slew headroom at a little under nine tenths
* Period utilisation layout at 109%
* Residual DRC at 0
* Post-DRT Antenna Nets at 0
* Die ar. at roughly 6400 µm²
* YS chip area at around 250 µm²
* Fill cells at approximately 380
* Final max-slew violation count at 0
* Via density at between 3 and 4
* Setup TNS at -0.472 ns
* Core area at 3420 µm²
* Hold_ws at between 1.5 and 2 ns
* Met1 WL at ~470 µm
* Tool warning count at 34
* Warnings, synthesis at 1
* Synthesized netlist cell count at 36
* FF+latch area at 0 µm²
* Share of cells above drive strength 1 at 50.0%
* Max Cap Viol at 0
* Vias in the first global route at 329
* Flip-flops at 0
* Pleak at approximately 0.00027 µW
* Met3 routed WL at approximately 110 µm
* Post-Route WL at between 900 and 1000 µm
* Crit path max fanout at 2
* Drt initial violations at 9
* Worst Tran Pin Value at roughly 0.21 ns
* Ports at 19
* Ant diodes at 0
* Initial antenna violation count at 0
* Final GP Congestion at around 0.77
* Power Total at 142 µW
* Power density cells at roughly 230 nW/µm²
* # Cells Yosys at 36
* Inst Count DP at around 100
* Synth cell types at 16
* Crit path DRT at ~1.8 ns
* Fmax at 399 MHz
* Pin count of the biggest net entering global routing at 6
* Final Hold Vio Count at 0
* Hold Crit Class: in -> out
* Vias at roughly 340
* Global-route wire length before repair at approximately 1500 µm
* Drt pass-1 iters at 2
* Fin worst setup slack at -0.206 ns
* Num rows at 21
* Syn avg cell area at between 6 and 7 µm²
* Syn Std Cell Area at 251 µm²
* CP Launch Type: input pin
* Floorplan utilization at between 7 and 8%
* Grt total ovfl at 0
* WL/cell at a little over 9 µm
* DR WL met2 at 422 µm
* Area grow syn2layout at 145%
* Final HPWL DP at between 700 and 800 µm
* Run status: finished with violations
* Cts hold-fix bufs at 0
* WS Path Type: in -> out
* Total global routing track utilization at ~2.8%
* Seq share, synth at 0%
* Clock buf count at 0
* RSZ-0062 raised after global routing: yes
metrics by stage:
step                setup slack [ns]  instance area, µm²  utilization, %
finish                        -0.206                 616            18.0
floorplan                    0.00903                 253               -
CTS                           -0.205                 593            17.4
detailed placement             -1.09                 526            15.4
global route                  -0.314                 616            18.0
global placement               -1.06                 526            15.4
repair_timing:
item                       CTS  global route
pin swaps                   14            14
hold endpoints to repair     0             0
setup buffers                4             2
setup endpoints to repair    5             4
gates resized               48             7
cell usage after synthesis:
library cell	n	area [µm²]
a21o_1	1	7.51
a21oi_1	3	15.0
a21oi_2	1	8.76
clkbuf_1	1	3.75
fa_1	1	20.0
ha_1	5	62.6
inv_1	4	15.0
mux2i_1	1	10.0
nand2_1	1	3.75
nor2_1	6	22.5
nor2b_1	2	12.5
nor3_1	3	15.0
o21a_1	2	15.0
o21ai_0	1	5.00
xnor2_1	2	17.5
xor2_1	2	17.5
cells by family after synthesis:
group / Yosys count / synth area share (%)
AND/OR/NAND/NOR: 12 / 21.4
AND-OR/OR-AND: 8 / 20.4
buffers and inverters: 5 / 7.46
multiplexers: 1 / 3.98
adder cells (fa/ha/maj): 6 / 32.8
XOR/XNOR: 4 / 13.9
routing by layer:
metal,vias to the layer above,global-route usage (%)
met4,0,0
met3,0,0.795
met2,14,4.33
met1,147,3.97
li1,178,-
met5,-,0
power breakdown:
part	internal, µW	leakage (µW)	total [µW]	switching, µW
clock	0	0	0	0
combinational	87.6	0.000270	142	54.5
sequential	0	0	0	0
layout by cell type (no fill, tap or decap), types with 2 or more instances in the layout:
| cell | instances |
|---|---|
| ha_4 | 2 |
| o21a_1 | 2 |
| nor2_1 | 6 |
| a21oi_1 | 2 |
| buf_4 | 9 |
| clkbuf_2 | 2 |
| buf_2 | 4 |
| xor2_1 | 2 |
| a21oi_2 | 2 |
| nor3_2 | 2 |
| buf_8 | 2 |
| nor2b_1 | 2 |
| dlygate4sd2_1 | 4 |
| clkdlybuf4s50_1 | 6 |
| ha_1 | 2 |
final timing paths:
| path | from | to | slack, ns | cells after the start |
|---|---|---|---|---|
| hold / removal | B[2] | q[4] | 1.52 | 6 |
| setup / recovery | B[0] | q[3] | -0.21 | 11 |
worst max-delay path, cell delays in order:
cell and delay [ns]:
buf_8 0.10, inv_6 0.05, ha_4 0.19, mux2i_2 0.17, buf_4 0.15, ha_4 0.18
nor2b_1 0.12, o21a_1 0.17, o21a_1 0.17, nor3_2 0.15, buf_2 0.12
cell type report:
| type | instances | area (µm²) | share of cell area (%) |
|---|---|---|---|
| multi-input combinational | 31 | 292 | 47.4 |
| timing repair buffer | 29 | 244 | 39.6 |
| inverter | 4 | 22.5 | 3.66 |
| tap | 46 | 57.6 | 9.35 |
Power figures rest on the tool's default switching activity, not on a simulated workload.
