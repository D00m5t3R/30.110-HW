<file path="/design/flow/run.sh">
#!/bin/bash
# OpenROAD 26Q1-2900-gdf79404cd8, Yosys 0.63+post, stock flow scripts
make -C /OpenROAD-flow-scripts/flow DESIGN_CONFIG=/design/flow/config.mk WORK_HOME=/design/flow/orfs finish
</file>
<file path="/design/flow/config.mk">
export PLATFORM = sky130hd
export DESIGN_NAME = nibbleadd
export DESIGN_NICKNAME = nibbleadd
export VERILOG_FILES = /design/flow/design.v
export SDC_FILE = /design/flow/constraint.sdc
export NUM_CORES = 4
export LEC_CHECK = 1
export CORE_AREA = 10 10 70 70
export DIE_AREA = 0 0 80 80
</file>
<file path="/design/flow/constraint.sdc">
current_design nibbleadd

set clk_period 2.6
set clk_io_pct 0.2

create_clock -name clk0 -period $clk_period

set non_clock_inputs [all_inputs -no_clocks]
set_input_delay [expr $clk_period * $clk_io_pct] -clock clk0 $non_clock_inputs
set_output_delay [expr $clk_period * $clk_io_pct] -clock clk0 [all_outputs]
</file>
<file path="/design/flow/design.v">
`timescale 1ns / 1ps
module nibbleadd(
    input [7:0]A,
    input [7:0]B,
    input ctrl,
    output [4:0]q
);
reg[4:0]new_q;
assign q = new_q;
always @(A, B, ctrl) 
begin
    if (ctrl == 1'b0) 
    begin
        new_q = A[3:0] + B[3:0];
    end
    else
    begin
        new_q = A[7:4] + B[7:4];
    end
end
endmodule
</file>
==> GITHUB_STEP_SUMMARY <==
### Yosys + OpenROAD results

| Metric | Value |
|---|---|
| Status | finished, final reports clean |
| Gr usage total | ~3.4% |
| Pin count of the biggest net entering global routing | 9 |
| Yosys chip area | between 300 and 400 um^2 |
| Part of the power in registers | 0% |
| Endpoints failing hold | 0 |
| Yosys cell count | 42 |
| Power density over cell area | roughly 170 mW/mm^2 |
| Die H | around 80 um |
| Fmax | approximately 400 MHz |
| Drt drc | 0 |
| Sequential Area | 0 um^2 |
| Worst hold path class | in2out |
| Leak | roughly 0.00030 uW |
| Final setup violation count | 0 |
| I/O pin count | 22 |
| Hold slack | around 1.7 ns |
| CP cell instances | clkdlybuf4s50_1, buf_4, mux2_2, clkdlybuf4s50_1 |
| RD Place Congestion | about 0.72 |
| Pint | approximately 70 uW |
| Pre-CTS WS | -0.3976 ns |
| Initial DRC count | 4 |
| Antenna diodes | 0 |
| Logic pwr share | about 100% |
| Critical Path AT | slightly below 2 ns |
| Clk_buf instances | 0 |
| Synth Instances | 42 |
| RSZ-0062 raised after global routing | no |
| Post-Route WL | 1112 um |
| WS Path Type | in2out |
| Hold_buf cts | 0 |
| Placed cell areas | 630.6 um^2 |
| Crit-path max FO | 8 |
| Count of tool warnings | 32 |
| Max Cap Viol | 0 |
| Ys Warns | 1 |
| IO Port Bufs | 22 |
| Synthesized area | about 340 um^2 |
| Cell area after layout | ~650 um^2 |
| Top routing layer in use | met3 |
| Area growth, synth to finish | 91.57% |
| Synth top area cells | ha_1 29%, fa_1 12%, a21oi_1 7.3%, inv_1 6.6%, nor2b_1 5.5% |
| Cell Rows | 21 |
| Sw frac | around 37% |
| Synth top cells by count | 8 x ha_1, 6 x inv_1, 5 x a21oi_1, 3 x nor2b_1 |
| Period minus WS final | about 2.5 ns |
| NetSw | 40.75 uW |
| Met3 WL | approximately 110 um |
| Seq share, synth | 0% |
| Routed Antenna Nets | 0 |
| Max_slew headroom | about 88% |
| Most common cell in the netlist | ha_1 |
| DRT Pass-1 Iters | 4 |
| Initial antenna violation count | 0 |
| Wire length on met2 | 478 um |
| Critical Path End Type | output pin |
| Vias post-DR | 346 |
| Fill cell count | just under 400 |
| Mean Syn Cell Area | slightly above 8 um^2 |
| Vias in the first global route | a little under 400 |
| Post-synth cell types | 20 |
| Flop Count | 0 |
| Worst Tran Pin Value | between 0.15 and 0.2 ns |
| Startpoint types | primary input |
| Worst EP required | about 2.1 ns |
| Die extent in x | roughly 80 um |
| Final setup margin | 0.1108 ns |
| Final Max Tran Viols | 0 |
| Setup Buffers After CTS | 0 |
| Max VDD drop | 0.06390 mV |
| Slowest-stage cell, CP | clkdlybuf4s50_1 |
| Core area | 0.003416 mm^2 |
| Max incr delay on CP | about 0.52 ns |
| Area leader share | 29.30% |
| Remaining global-route overflow | 0 |
| Avg Vias per Cell | between 3 and 4 |
| Cell mode on critical path | clkdlybuf4s50_1 |
| First-pass GRT wire length | 1780 um |
| Post-synth top area cell | ha_1 |
| Final cycle utilization of the critical path | 95.74% |
| DRT met1 WL | roughly 530 um |
| Clock power frac | 0% |
| Layout cell share with drive strength beyond 1 | between 20% and 30% |
| DIE AREA | about 0.0064 mm^2 |
| WL/cell | 9.929 um |
| FP Util | 10.00% |
==> cells by family (layout without fill, tap and decap cells) <==
| family | count (synthesis) | count (layout) | share of synthesized area, % |
|---|---|---|---|
| buffers and inverters | 7 | 31 | 9.889 |
| AOI/OAI and AO/OA | 8 | 8 | 12.45 |
| adders and majority gates | 10 | 10 | 41.03 |
| muxes | 2 | 2 | 6.227 |
| and+or+nand+nor | 13 | 13 | 25.28 |
| xor gates and xnor gates | 2 | 2 | 5.129 |
==> per-stage QoR <==
step,std cells,TNS [ns],total power (uW),utilization [%]
6_report,112,0,109.7,19.16
5_1_grt,112,0,125.1,19.16
4_1_cts,112,0,110.8,18.50
3_5_place_dp,112,-1.236,114.9,18.46
3_3_place_gp,112,-1.245,113.9,18.46
2_1_floorplan,42,0,47.92,-
==> final cells by class <==
type                       count  area (um^2)  area share (%)
inverter                       6        22.52           3.442
tap                           46        57.56           8.795
timing repair buffer          25        236.5           36.14
multi-input combinational     35        337.8           51.63
==> cell usage in the layout, fill, tap and decap left out, types with 3 or more instances in the layout <==
cell / synthesis / final
nor2b_1: 3 / 3
dlymetal6s2s_1: 0 / 4
clkdlybuf4s50_1: 0 / 14
buf_4: 0 / 3
inv_1: 6 / 5
a21oi_1: 5 / 3
ha_1: 8 / 5
==> timing repair <==
action,in CTS,in global routing
setup endpoints to repair,4,4
gates resized,10,14
pin swaps,0,6
cloned,0,0
endpoints found under the hold margin,0,0
==> worst paths after layout <==
kind | from | endpoint | slack [ns] | cells past startpoint
hold / removal | A[4] | q[3] | 1.72 | 6
setup / recovery | ctrl | q[0] | 0.11 | 4
==> metal layers <==
layer	GRT usage, %	up-vias
met2	5.377	13
met5	0	-
met1	4.664	139
met4	0	0
li1	-	194
met3	1.250	0
==> critical path, delay by kind of cell <==
family,cells,cell delay (ns)
buffers and inverters,3,1.11
muxes,1,0.33
==> power by group through the flow <==
stage                 logic, uW  registers, uW  clock network, uW
final                       110              0                  0
after global routing        125              0                  0
after CTS                   111              0                  0
Power and IR drop assume default switching activity.
