### /design/flow/design.v
`timescale 1ns / 1ps
module decade_counter(
    input clk,
    input rst, 
    output [3:0] count,
    output ten
    );
reg [3:0] new_count;
reg new_ten;
assign count = new_count;
assign ten = new_ten;
always @(posedge clk or posedge rst) 
begin
    if (rst) 
    begin
        new_ten <= 4'b0000;
        new_count <= 4'b0000;
    end
    else 
    begin
        if (count >= 4'b1001) 
        begin
            new_ten <= 4'b0001;
            new_count <= 4'b0000;
        end 
        else 
        begin
            new_count <= new_count + 4'b0001;
            new_ten <= 4'b0000;
        end
    end
end
endmodule
### /design/flow/run.sh
#!/bin/bash
# OpenROAD 26Q1-2900-gdf79404cd8, Yosys 0.63+post, stock flow scripts
make -C /OpenROAD-flow-scripts/flow DESIGN_CONFIG=/design/flow/config.mk WORK_HOME=/design/flow/orfs finish
### /design/flow/config.mk
export PLATFORM = sky130hd
export DESIGN_NAME = decade_counter
export DESIGN_NICKNAME = decade_counter
export VERILOG_FILES = /design/flow/design.v
export SDC_FILE = /design/flow/constraint.sdc
export NUM_CORES = 4
export LEC_CHECK = 1
export CORE_AREA = 10 10 70 70
export DIE_AREA = 0 0 80 80
### /design/flow/constraint.sdc
current_design decade_counter

set clk_period 1.1
set clk_io_pct 0.2

create_clock -name clk0 -period $clk_period [get_ports {clk}]

set non_clock_inputs [all_inputs -no_clocks]
set_input_delay [expr $clk_period * $clk_io_pct] -clock clk0 $non_clock_inputs
set_output_delay [expr $clk_period * $clk_io_pct] -clock clk0 [all_outputs]
==> qor_table.md <==
| Stage | Quantity | Value |
| --- | --- | --- |
| run status | Result of the run | finished with violations |
| run status | Failing checks | setup timing |
| pwr | Final Power | 0.000400 W |
| sta | Worst-Margin Slew | 0.198 ns |
| route | DR pass1 iterations | 1 |
| yosys | Share of flip-flops with an asynchronous set or reset after synthesis | 1.00 |
| floorplanning | FP Util | 0.0725 |
| sta | Number of endpoints with negative hold slack in the final report | 0 |
| yosys | Adder Share, Synth | 0.152 |
| yosys | Ranking of synthesized cells by area | sky130_fd_sc_hd__dfrtp_1, sky130_fd_sc_hd__ha_1, sky130_fd_sc_hd__mux2_4, sky130_fd_sc_hd__nor2b_1, sky130_fd_sc_hd__nor3b_2 |
| route | Drc violations | 0 |
| yosys | Total cells reported by yosys after synthesis | 20 |
| clock network | Clock buffers created by TritonCTS | 3 |
| worst setup path | Critical-path cell list | buf_6 > inv_4 > ha_4 > nor3b_4 > nor2b_2 > nor2_1 |
| route | First DRT Iteration DRCs | 0 |
| yosys | Total cell area reported by yosys after synthesis | 248 µm² |
| sta | Pins Over Slew Limit | 0 |
| worst setup path | Worst setup path startpoint | new_count[0]$_DFF_PP0_ |
| worst setup path | Crit end category | flip-flop |
| grt | Grt ovf | 0 |
| yosys | Simple Share, Synth | 0.177 |
| clock network | Clock tree from TritonCTS | built |
| worst setup path | Worst reg2reg path endpoint | new_count[0]$_DFF_PP0_ |
| hold path | Tightest Hold Check Type | in2async |
| grt | Gr usage total | 0.0232 |
| floorplanning | Core box area | 0.00342 mm² |
| run | Tool warnings | 30 |
| clock network | Max Buffers Root-to-Sink | 2 |
| sta | Setup ws final | -0.0871 ns |
| yosys | Number of warnings reported in the yosys synthesis log | 1 |
| yosys | Mux frac, synth | 0.0606 |
| yosys | Most frequent cell after synthesis | sky130_fd_sc_hd__dfrtp_1 |
| floorplanning | Die footprint | 0.00640 mm² |
| clock network | Sinks on the clock net | 5 |
| grt | Global-route wire length before repair | 1150 µm |
| yosys | Post-synthesis instance total | 20 |
| yosys | Largest combinational cell category by area | simple AND/OR/NAND/NOR gates |
| floorplanning | Vertical die size | 80 µm |
| grt | Via count of the first global-routing pass | 249 |
| route | Avg Vias per Cell | 2.43 |
| clock network | Number of H-tree levels | 1 |
| worst setup path | Startpoint class of the critical path | flip-flop |
| yosys | Main synth FF type | sky130_fd_sc_hd__dfrtp_1 |
| sta | Largest clock skew in the final design | 0.00118 ns |
| sta | Final-layout worst hold slack | 0.192 ns |
| worst setup path | Slowest stage cell, crit path | sky130_fd_sc_hd__dfrtp_1 |
| route | ANT nets after route | 0 |
| sta | Clock period minus final worst setup slack | 1.19 ns |
| final layout | Area growth, synth to finish | 101% |
| run | Max-cap violation count | 0 |
| route | Count of vias placed by the detailed router | 204 |
| yosys | Number of distinct library cell variants in the gate-level netlist after synthesis | 11 |
| worst setup path | Startpoint of the worst register-to-register path | new_count[0]$_DFF_PP0_ |
| yosys | Top cells by count | sky130_fd_sc_hd__dfrtp_1, sky130_fd_sc_hd__ha_1, sky130_fd_sc_hd__inv_1 |
| grt | Number of antenna violations at the first check in global routing | 0 |
| yosys | Synthesized-area fraction occupied by xor and xnor cells | 0 |
| clock network | Master cell of the clock root buffer | sky130_fd_sc_hd__clkbuf_4 |
| route | Number of diodes added for antenna fixing | 0 |
| clock network | Late-Pin Clk Latency | 0.24 ns |
| final layout | Post-route cell area | 497 µm² |
| yosys | Post-synthesis average cell area | 12.4 µm² |
| worst setup path | Data required time of the critical path | 1.27 ns |
| worst setup path | Family with the most delay on the worst path | simple AND/OR/NAND/NOR gates |
| yosys | Register share after synthesis | 0.505 |
| sta | Highest attainable clock frequency | 842 MHz |
| placement | Buffers added on ports | 6 |
| worst setup path | Crit-path max cell delay | 0.38 ns |
| route | Average routed wire per standard cell | 7.63 µm |
| worst setup path | Setup Crit Path Kind | reg2reg |
| yosys | Count of flip-flops with a built-in enable after synthesis | 0 |
| pwr | Leak pwr | 0.227 nW |
| pwr | Power per cell area | 806 mW/mm² |
| sta | Setup repair after global routing missed its margin | true |
| pwr | Worst VDD drop | 0.000449 V |
| worst setup path | Critical path buffers and inverters | 2 |
| worst setup path | Peak fanout along the critical path | 5 |
| floorplanning | I/O pin count | 7 |
| yosys | Synth area leader | sky130_fd_sc_hd__dfrtp_1 |
| grt | Largest net degree at the start of global routing | 6 |
| final layout | Share of final-layout standard cells stronger than drive strength 1 | 0.553 |
| placement | Last weighted congestion value of the routability-driven placer | 0.711 |
| yosys | Area fraction in compound gates after synthesis | 0.0606 |
| yosys | Fraction of synthesized cell area taken by the top area cell type | 0.505 |
| floorplanning | Core Rows | 21 |
| clock network | Clock slew at the register clock pins of the worst setup and hold paths | 0.04 ns |
| placement | Cell area reported after detailed placement | 388 µm² |
| worst setup path | Worst-case reg-to-reg path depth | 6 |
| floorplanning | Die W | 80 µm |
| sta | Worst slew slack as a fraction of its limit | 0.868 |
| route | Detailed Route WL | 641 µm |
| worst setup path | Reg2reg setup slack | -0.09 ns |
| sta | Period utilisation layout | 1.08 |
| yosys | Mapped cell area | 248 µm² |
| worst setup path | Data arrival time of the critical path | 1.35 ns |
| sta | Number of setup violations in the final report | 6 |
| yosys | Synth Register Bits | 5 |
stage by stage:
step	TNS (ns)	setup WS (ns)	utilization	instances
floorplan	-0.0192	-0.0192	-	20
global placement	-0.208	-0.0506	0.114	75
detailed placement	-0.506	-0.120	0.114	75
CTS	-0.277	-0.0879	0.142	83
global route	-0.786	-0.175	0.145	84
finish	-0.402	-0.0871	0.145	84
layout make-up:
class	instances	area, µm²
sequential	5	125
timing repair buffer	14	120
clock buffer	4	26.3
inverter	3	13.8
fill	402	2920
tap	46	57.6
multi-input combinational	12	154
report_power, final:
| group | switching (W) | internal, W |
|---|---|---|
| Sequential | 0 | 0.000185 |
| Clock | 0.0000712 | 0.000137 |
| Combinational | 0.00000399 | 0.00000334 |
registers in the layout, summed over array words and instances (netlist names):
name,count
new_count,4
new_ten,1
kinds of logic (layout without fill, tap and decap cells):
family / after synthesis / in the layout
flip-flops: 5 / 5
multiplexers: 1 / 1
AND-OR/OR-AND: 2 / 2
adder cells (fa/ha/maj): 3 / 3
AND/OR/NAND/NOR: 6 / 6
buffers and inverters: 3 / 21
what timing repair did:
item,in CTS,in global routing
hold buffers,0,0
pin swaps,6,1
resized,18,2
endpoints found under the setup margin,10,8
setup buffers,4,1
metal layers:
metal  up-vias  wire length [µm]  global-route usage
met5         -                 0                   0
met4         0                 0             0.00176
met3         0                77              0.0216
met2         9               233              0.0305
met1        91               330              0.0282
li1        104                 -                   -
layout by cell type, fill, tap and decap left out:
cell,count
sky130_fd_sc_hd__mux2_4,1
sky130_fd_sc_hd__nand2b_4,1
sky130_fd_sc_hd__clkdlybuf4s50_1,1
sky130_fd_sc_hd__clkdlybuf4s15_1,3
sky130_fd_sc_hd__buf_6,1
sky130_fd_sc_hd__inv_1,1
sky130_fd_sc_hd__nor2_1,1
sky130_fd_sc_hd__ha_4,2
sky130_fd_sc_hd__ha_1,1
sky130_fd_sc_hd__nor2b_1,2
sky130_fd_sc_hd__buf_4,8
sky130_fd_sc_hd__inv_4,1
sky130_fd_sc_hd__inv_2,1
sky130_fd_sc_hd__nor2b_2,1
sky130_fd_sc_hd__nor3b_4,1
sky130_fd_sc_hd__a21oi_2,1
sky130_fd_sc_hd__clkbuf_1,1
sky130_fd_sc_hd__clkbuf_4,3
sky130_fd_sc_hd__dfrtp_1,5
sky130_fd_sc_hd__a32o_1,1
sky130_fd_sc_hd__dlygate4sd2_1,1
how the worst max path moves through the flow:
| stage | end | slack, ns | cells past startpoint |
|---|---|---|---|
| 4_1_cts | new_count[2]$_DFF_PP0_ | -0.09 | 5 |
| 5_1_grt | new_count[1]$_DFF_PP0_ | -0.18 | 6 |
| 6_report | new_count[0]$_DFF_PP0_ | -0.09 | 6 |
Power is estimated from default activity; no workload was simulated.
